`flow/config.mk`:
```
export PLATFORM = sky130hd
export DESIGN_NAME = aq_axi_sdma64_master
export DESIGN_NICKNAME = aq_axi_sdma64_master
export VERILOG_FILES = /design/flow/design.v
export SDC_FILE = /design/flow/constraint.sdc
export NUM_CORES = 4
export LEC_CHECK = 1
export CORE_AREA = 10 10 307 307
export DIE_AREA = 0 0 317 317
```
`flow/run.sh`:
```
#!/bin/bash
# OpenROAD 26Q1-2900-gdf79404cd8, Yosys 0.63+post, stock flow scripts
make -C /OpenROAD-flow-scripts/flow DESIGN_CONFIG=/design/flow/config.mk WORK_HOME=/design/flow/orfs finish
```
`flow/design.v`:
```
module aq_axi_sdma64_master
(
  input         ARESETN,
  input         ACLK,
  output [0:0]  M_AXI_AWID,
  output [31:0] M_AXI_AWADDR,
  output [7:0]  M_AXI_AWLEN,  
  output [2:0]  M_AXI_AWSIZE,  
  output [1:0]  M_AXI_AWBURST,  
  output        M_AXI_AWLOCK,  
  output [3:0]  M_AXI_AWCACHE,  
  output [2:0]  M_AXI_AWPROT,  
  output [3:0]  M_AXI_AWQOS,  
  output [0:0]  M_AXI_AWUSER,  
  output        M_AXI_AWVALID,
  input         M_AXI_AWREADY,
  output [63:0] M_AXI_WDATA,
  output [7:0]  M_AXI_WSTRB,
  output        M_AXI_WLAST,
  output [0:0]  M_AXI_WUSER,
  output        M_AXI_WVALID,
  input         M_AXI_WREADY,
  input [0:0]   M_AXI_BID,
  input [1:0]   M_AXI_BRESP,
  input [0:0]   M_AXI_BUSER,
  input         M_AXI_BVALID,
  output        M_AXI_BREADY,
  output [0:0]  M_AXI_ARID,
  output [31:0] M_AXI_ARADDR,
  output [7:0]  M_AXI_ARLEN,
  output [2:0]  M_AXI_ARSIZE,
  output [1:0]  M_AXI_ARBURST,
  output [1:0]  M_AXI_ARLOCK,
  output [3:0]  M_AXI_ARCACHE,
  output [2:0]  M_AXI_ARPROT,
  output [3:0]  M_AXI_ARQOS,
  output [0:0]  M_AXI_ARUSER,
  output        M_AXI_ARVALID,
  input         M_AXI_ARREADY,
  input [0:0]   M_AXI_RID,
  input [63:0]  M_AXI_RDATA,
  input [1:0]   M_AXI_RRESP,
  input         M_AXI_RLAST,
  input [0:0]   M_AXI_RUSER,
  input         M_AXI_RVALID,
  output        M_AXI_RREADY,
  input         MASTER_RST,
  input         WR_START,
  input [31:0]  WR_ADRS,
  input [31:0]  WR_LEN,
  output        WR_READY,
  input         WR_LAST,
  output        WR_INT,
  output        WR_FIFO_RE,
  input         WR_FIFO_EMPTY,
  input         WR_FIFO_AEMPTY,
  input [63:0]  WR_FIFO_DATA,
  input         RD_START,
  input [31:0]  RD_ADRS,
  input [31:0]  RD_LEN,
  output        RD_READY,
  output        RD_LAST,
  output        RD_INT,
  output        RD_FIFO_WE,
  input         RD_FIFO_FULL,
  input         RD_FIFO_AFULL,
  output [63:0] RD_FIFO_DATA,
  output [31:0] DEBUG
);
  localparam S_WR_IDLE  = 3'd0;
  localparam S_WA_WAIT  = 3'd1;
  localparam S_WA_START = 3'd2;
  localparam S_WD_WAIT  = 3'd3;
  localparam S_WD_PROC  = 3'd4;
  localparam S_WR_WAIT  = 3'd5;
  reg [2:0]     wr_state;
  reg [31:0]    reg_wr_adrs;
  reg [31:0]    reg_wr_len;
  reg           reg_awvalid, reg_wvalid, reg_w_last;
  reg [7:0]     reg_w_len;
  reg [7:0]     reg_w_stb;
  reg [1:0]     reg_wr_status;
  reg [3:0]     reg_w_count, reg_r_count;
  reg [7:0]     rd_chkdata, wr_chkdata;
  reg [1:0]     resp;
  reg           reg_w_last_req;
  always @(posedge ACLK or negedge ARESETN) begin
    if(!ARESETN) begin
      reg_w_last_req <= 1'b0;
    end else begin
      if(WR_LAST) begin
        reg_w_last_req <= 1'b1;
      end else if(wr_state == S_WA_START) begin
        reg_w_last_req <= 1'b0;
      end
    end
  end
  always @(posedge ACLK or negedge ARESETN) begin
    if(!ARESETN) begin
      wr_state            <= S_WR_IDLE;
      reg_wr_adrs[31:0]   <= 32'd0;
      reg_wr_len[31:0]    <= 32'd0;
      reg_awvalid         <= 1'b0;
      reg_wvalid          <= 1'b0;
      reg_w_last          <= 1'b0;
      reg_w_len[7:0]      <= 8'd0;
      reg_w_stb[7:0]      <= 8'd0;
      reg_wr_status[1:0]  <= 2'd0;
      reg_w_count[3:0]    <= 4'd0;
      reg_r_count[3:0]    <= 4'd0;
      wr_chkdata          <= 8'd0;
      rd_chkdata          <= 8'd0;
      resp                <= 2'd0;
    end else begin
      if(MASTER_RST) begin
        wr_state <= S_WR_IDLE;
      end else begin
        case(wr_state)
          S_WR_IDLE: begin
            if(WR_START) begin
              wr_state          <= S_WA_WAIT;
              reg_wr_adrs[31:0] <= WR_ADRS[31:0];
              reg_wr_len[31:0]  <= WR_LEN[31:0] -32'd1;
            end
            reg_awvalid         <= 1'b0;
            reg_wvalid          <= 1'b0;
            reg_w_last          <= 1'b0;
            reg_w_len[7:0]      <= 8'd0;
            reg_w_stb[7:0]      <= 8'd0;
            reg_wr_status[1:0]  <= 2'd0;
          end
          S_WA_WAIT: begin
            if(!WR_FIFO_AEMPTY |
              ((reg_wr_len[31:11] == 21'd0) && (reg_w_last_req))) begin
              wr_state          <= S_WA_START;
            end
          end
          S_WA_START: begin
            wr_state            <= S_WD_WAIT;
            reg_awvalid         <= 1'b1;
            reg_wr_len[31:11]    <= reg_wr_len[31:11] - 21'd1;
            if(reg_wr_len[31:11] != 21'd0) begin
              reg_w_len[7:0]  <= 8'hFF;
              reg_w_last      <= 1'b0;
              reg_w_stb[7:0]  <= 8'hFF;
            end else begin
              reg_w_len[7:0]  <= reg_wr_len[10:3];
              reg_w_last      <= 1'b1;
              reg_w_stb[7:0]  <= 8'hFF;
            end
          end
          S_WD_WAIT: begin
            if(M_AXI_AWREADY) begin
              wr_state        <= S_WD_PROC;
              reg_awvalid     <= 1'b0;
              reg_wvalid      <= 1'b1;
            end
          end
          S_WD_PROC: begin
            if(M_AXI_WREADY & ~WR_FIFO_EMPTY) begin
              if(reg_w_len[7:0] == 8'd0) begin
                wr_state        <= S_WR_WAIT;
                reg_wvalid      <= 1'b0;
                reg_w_stb[7:0]  <= 8'h00;
              end else begin
                reg_w_len[7:0]  <= reg_w_len[7:0] -8'd1;
              end
            end
          end
          S_WR_WAIT: begin
            if(M_AXI_BVALID) begin
              reg_wr_status[1:0]  <= reg_wr_status[1:0] | M_AXI_BRESP[1:0];
              if(reg_w_last) begin
                wr_state          <= S_WR_IDLE;
              end else begin
                wr_state          <= S_WA_WAIT;
                reg_wr_adrs[31:0] <= reg_wr_adrs[31:0] + 32'd2048;
              end
            end
          end
          default: begin
            wr_state <= S_WR_IDLE;
          end
        endcase
      end
    end
  end
  assign M_AXI_AWID         = 1'b0;
  assign M_AXI_AWADDR[31:0] = reg_wr_adrs[31:0];
  assign M_AXI_AWLEN[7:0]   = reg_w_len[7:0];
  assign M_AXI_AWSIZE[2:0]  = 3'b011;
  assign M_AXI_AWBURST[1:0] = 2'b01;
  assign M_AXI_AWLOCK       = 1'b0;
  assign M_AXI_AWCACHE[3:0] = 4'b0011;
  assign M_AXI_AWPROT[2:0]  = 3'b000;
  assign M_AXI_AWQOS[3:0]   = 4'b0000;
  assign M_AXI_AWUSER[0]    = 1'b1;
  assign M_AXI_AWVALID      = reg_awvalid;
  assign M_AXI_WDATA[63:0]  = WR_FIFO_DATA[63:0];
  assign M_AXI_WSTRB[7:0]   = (reg_wvalid & ~WR_FIFO_EMPTY)?8'hFF:8'h00;
  assign M_AXI_WLAST        = (reg_w_len[7:0] == 8'd0)?1'b1:1'b0;
  assign M_AXI_WUSER        = 1;
  assign M_AXI_WVALID       = reg_wvalid & ~WR_FIFO_EMPTY;
  assign M_AXI_BREADY       = (wr_state == S_WR_WAIT)?1'b1:1'b0;
  assign WR_INT             = ((wr_state == S_WR_WAIT) && (M_AXI_BVALID) && reg_w_last)?1'b1:1'b0;
  assign WR_READY           = (wr_state == S_WR_IDLE)?1'b1:1'b0;
  assign WR_FIFO_RE         = reg_wvalid & ~WR_FIFO_EMPTY & M_AXI_WREADY;
  localparam S_RD_IDLE  = 3'd0;
  localparam S_RA_WAIT  = 3'd1;
  localparam S_RA_START = 3'd2;
  localparam S_RD_WAIT  = 3'd3;
  localparam S_RD_PROC  = 3'd4;
  reg [2:0]   rd_state;
  reg [31:0]  reg_rd_adrs;
  reg [31:0]  reg_rd_len;
  reg         reg_arvalid, reg_r_last;
  reg [7:0]   reg_r_len;
  reg [15:0]  arready_count;
  always @(posedge ACLK or negedge ARESETN) begin
    if(!ARESETN) begin
      arready_count <= 16'd0;
    end else begin
      if(M_AXI_RVALID) begin
        arready_count <= arready_count + 16'd1;
      end
    end
  end
  always @(posedge ACLK or negedge ARESETN) begin
    if(!ARESETN) begin
      rd_state          <= S_RD_IDLE;
      reg_rd_adrs[31:0] <= 32'd0;
      reg_rd_len[31:0]  <= 32'd0;
      reg_arvalid       <= 1'b0;
      reg_r_len[7:0]    <= 8'd0;
      reg_r_last        <= 1'b0;
    end else begin
      case(rd_state)
        S_RD_IDLE: begin
          if(RD_START) begin
            rd_state          <= S_RA_WAIT;
            reg_rd_adrs[31:0] <= RD_ADRS[31:0];
            reg_rd_len[31:0]  <= RD_LEN[31:0] -32'd1;
          end
          reg_arvalid     <= 1'b0;
          reg_r_len[7:0]  <= 8'd0;
        end
        S_RA_WAIT: begin
          if(~RD_FIFO_AFULL) begin
            rd_state          <= S_RA_START;
          end
        end
        S_RA_START: begin
          rd_state          <= S_RD_WAIT;
          reg_arvalid       <= 1'b1;
          reg_rd_len[31:11] <= reg_rd_len[31:11] -21'd1;
          if(reg_rd_len[31:11] != 21'd0) begin
            reg_r_last      <= 1'b0;
            reg_r_len[7:0]  <= 8'd255;
          end else begin
            reg_r_last      <= 1'b1;
            reg_r_len[7:0]  <= reg_rd_len[10:3];
          end
        end
        S_RD_WAIT: begin
          if(M_AXI_ARREADY) begin
            rd_state        <= S_RD_PROC;
            reg_arvalid     <= 1'b0;
          end
        end
        S_RD_PROC: begin
          if(M_AXI_RVALID) begin
            if(M_AXI_RLAST) begin
              if(reg_r_last) begin
                rd_state          <= S_RD_IDLE;
              end else begin
                rd_state          <= S_RA_WAIT;
                reg_rd_adrs[31:0] <= reg_rd_adrs[31:0] + 32'd2048;
              end
            end else begin
              reg_r_len[7:0] <= reg_r_len[7:0] -8'd1;
            end
          end
        end
      endcase
    end
  end
  assign M_AXI_ARID         = 1'b0;
  assign M_AXI_ARADDR[31:0] = reg_rd_adrs[31:0];
  assign M_AXI_ARLEN[7:0]   = reg_r_len[7:0];
  assign M_AXI_ARSIZE[2:0]  = 3'b011;
  assign M_AXI_ARBURST[1:0] = 2'b01;
  assign M_AXI_ARLOCK[1:0]  = 2'b00;
  assign M_AXI_ARCACHE[3:0] = 4'b0011;
  assign M_AXI_ARPROT[2:0]  = 3'b000;
  assign M_AXI_ARQOS[3:0]   = 4'b0000;
  assign M_AXI_ARUSER[0]    = 1'b1;
  assign M_AXI_ARVALID      = reg_arvalid;
  assign M_AXI_RREADY       = ~RD_FIFO_FULL;
  assign RD_INT             = ((rd_state == S_RD_PROC) && (M_AXI_RVALID) && (M_AXI_RLAST) && reg_r_last)?1'b1:1'b0;
  assign RD_READY           = (rd_state == S_RD_IDLE)?1'b1:1'b0;
  assign RD_LAST            = (M_AXI_RVALID & M_AXI_RLAST & reg_r_last)?1'b1:1'b0;
  assign RD_FIFO_WE         = M_AXI_RVALID;
  assign RD_FIFO_DATA[63:0] = M_AXI_RDATA[63:0];
  assign DEBUG[31:0] = {arready_count[15:0], 6'd0, M_AXI_RLAST, M_AXI_RVALID,
                        1'd0, wr_state[2:0], 1'd0, rd_state[2:0]};
endmodule
```
`flow/constraint.sdc`:
```
current_design aq_axi_sdma64_master

set clk_period 9.6
set clk_io_pct 0.2

create_clock -name clk0 -period $clk_period [get_ports {ACLK}]

set non_clock_inputs [all_inputs -no_clocks]
set_input_delay [expr $clk_period * $clk_io_pct] -clock clk0 $non_clock_inputs
set_output_delay [expr $clk_period * $clk_io_pct] -clock clk0 [all_outputs]
```
==> flow_summary.ini <==
; physical design summary
[grt]
grt_pass1_wl_mm = 61.2
grt_start_max_net_pins = 51
grt_pass1_vias = 9477
antenna_found_initial = 9
grt_usage_pct = 7.98
grt_overflow = 0

[timing]
slew_headroom_pct = 45.7
rsz0062_at_grt = no
fin_ws_ps = 4290
max_clock_freq_mhz = 188
timing.final.hold_violations = 0
tns_ps = 0
fin_crit_sh_pct = 55.4
clock_skew_ps = 9.36
whs_ps = 476
setup_viol = 0
worst_slew_pin_slew_ps = 815
final_max_slew_viol_count = 0
period_needed_ps = 5310

[setup_path]
end_kind = output pin
required_ps = 7680
crit_fanout = 5
arrival_ps = 3390
start_kind = primary input
criticalPathCategory = in -> out

[routing]
routed.top_layer = met5
via_count = 10040
wl_met3_mm = 3.90
avgRoutedWirePerCell_um = 15.9
drt_iter0_drc = 720
m1WireLength_mm = 19.2
drc = 0
dr.pass1.iters = 5
postRouteAntennaNets = 0
vias_per_cell = 3.81
met2_length_mm = 18.0
drt_wl_total_mm = 41.9

[clock_tree]
postCtsSetupBuffers = 0
htreeDepth = 4
cts_tree = done
cts_sinks = 166
post_cts_resized = 0
ctsHoldBuffers = 0
root_buffer = clkbuf_16
clk_latency_ps = 500
clk_path_buf_depth = 2
cts.clk_slew.worst_paths_ps = 70
numCtsBuffers = 17

[worst_hold_path]
hp-class = reg -> reg

[floorplanning]
pin_count = 581
fp_util_pct = 12.7
core_mm2 = 0.0872
dieArea_mm2 = 0.100
rows = 108
die_w_um = 317
die_h_um = 317

[power_and_ir_drop]
power_density_mw_per_mm2 = 252
seqPwrFrac_pct = 36.9
leakagePower_nw = 5.36
switching_share_pct = 38.7
p_sw_mw = 1.42
power_frac_comb_pct = 42.1
p_int_mw = 2.24
power_frac_clock_pct = 21.0
ir_drop_mv = 0.142

[synth]
syn_area_mm2 = 0.0110
synth_cells = 1356
ys_seq_share_pct = 37.6
ys_area_mm2 = 0.0110
ys_cells = 1356
yosysUniqueCellTypes = 64
synthDominantCellAreaShare_pct = 37.6
top_cells_by_count = buf_4 (187), nand2_1 (167), dfrtp_1 (166), o21ai_0 (123), nor2_1 (108)
numSynthFlops = 166
async_flop_share_pct = 100
area_leaders = dfrtp_1 (38%), buf_4 (13%), nand2_1 (5.7%)
edf_count = 0
top_cell = buf_4
synth-main-ff-cell = dfrtp_1
synth_top_cell_by_area = dfrtp_1
syn_area_per_cell_um2 = 8.15
synth_warnings = 1

[place]
place_hpwl_mm = 32.3
gp_congestion = 0.831
pre_cts_slack_ps = 4220
dp_cells = 2603
io_buffers = 268

[final_layout]
syn_to_final_growth_pct = 31.6
nFillCells = 9796
final_cells = 2634
fin_util_pct = 16.7
drive_above_1_share_pct = 4.80

[job]
warning_count = 35
cap_violations = 0

[run_status]
status = finished clean
-- power groups by stage --
stage	logic, mW	registers (mW)	clock network [mW]
CTS	1.57	1.35	0.814
global route	1.74	1.41	0.832
finish	1.54	1.35	0.768
-- routing by layer --
| layer | global-route usage (%) | vias to the layer above |
|---|---|---|
| met1 | 11.1 | 4754 |
| met3 | 3.34 | 55 |
| met4 | 1.17 | 14 |
| met5 | 0 | - |
| li1 | - | 4848 |
| met2 | 11.7 | 369 |
-- critical path, cell delays in order --
cell and delay (ps):
clkdlybuf4s50_1 580, and3_1 260, and3_1 160, clkdlybuf4s50_1 480
-- final cells by class --
class / count / area (um2) / share of cell area, %
multi-input combinational: 970 / 5380 / 37.0
sequential: 166 / 4150 / 28.6
timing repair buffer: 293 / 2870 / 19.8
tap: 1155 / 1450 / 9.94
clock buffer: 19 / 433 / 2.98
clock inverter: 11 / 175 / 1.21
inverter: 19 / 71.3 / 0.491
antenna: 1 / 2.50 / 0.0172
-- logic make-up (layout without fill, tap and decap cells) --
| kind of cell | after synthesis | count (layout) | synth area share (%) |
|---|---|---|---|
| simple gates | 509 | 509 | 22.2 |
| compound gates | 347 | 347 | 19.1 |
| buf+inv | 266 | 342 | 15.4 |
| flops | 166 | 166 | 37.6 |
| xor+xnor | 53 | 53 | 4.20 |
| fa+ha+maj | 9 | 9 | 1.02 |
| mux | 4 | 4 | 0.385 |
| other cells | 2 | 49 | 0.0680 |
-- final timing paths --
check | cells past startpoint | start | slack, ps | endpoint
min | 2 | reg_rd_len[8] | 480 | reg_rd_len[8]
min reg2reg | 2 | reg_rd_len[8] | 480 | reg_rd_len[8]
max reg2reg | 6 | reg_wr_len[25] | 6610 | wr_state[0]
min in group asynchronous | 1 | ARESETN | 1310 | reg_wr_adrs[20]
max in group asynchronous | 3 | ARESETN | 6640 | reg_rd_adrs[1]
max | 4 | M_AXI_RLAST | 4290 | RD_INT
-- through the flow --
stage	area, um2	total power [mW]
floorplan	11200	2.11
global placement	13900	2.91
detailed placement	13900	2.92
CTS	14500	3.74
global route	14500	3.99
finish	14500	3.66
-- cells in the final DEF, fill, tap and decap left out, drive strengths merged, types with 7 or more instances in the layout --
| master | instances |
|---|---|
| clkdlybuf4s50 | 267 |
| nand2 | 167 |
| dfrtp | 166 |
| o21ai | 123 |
| nor2 | 108 |
| a21oi | 92 |
| nand3 | 50 |
| conb | 48 |
| nor3 | 44 |
| xnor2 | 35 |
| nor4 | 29 |
| buf | 25 |
| inv | 20 |
| or4 | 20 |
| clkbuf | 20 |
| xor2 | 18 |
| o22ai | 17 |
| and3 | 15 |
| or3 | 15 |
| nand4 | 13 |
| o211ai | 13 |
| a31oi | 12 |
| o31ai | 12 |
| nand2b | 10 |
| a2bb2oi | 10 |
| o21a | 10 |
| nor2b | 9 |
| o41ai | 9 |
| ha | 9 |
| o221ai | 7 |
-- registers in the layout, indices dropped and copies added, names as in the netlist --
| name | count |
|---|---|
| reg_r_len | 8 |
| arready_count | 16 |
| reg_w_len | 8 |
| reg_awvalid | 1 |
| reg_arvalid | 1 |
| reg_w_last_req | 1 |
| rd_state | 3 |
| reg_rd_len | 29 |
| reg_wr_adrs | 32 |
| wr_state | 3 |
| reg_wr_len | 29 |
| reg_rd_adrs | 32 |
| reg_w_last | 1 |
| reg_r_last | 1 |
| reg_wvalid | 1 |
Power figures rest on the tool's default switching activity, not on a simulated workload.
