==> design/flow/design.v <==
module aq_axi_sdma64_ctrl
(
  input         ARESETN,
  input         ACLK,
  input [31:0]  S_AXI_AWADDR,
  input [3:0]   S_AXI_AWCACHE,
  input [2:0]   S_AXI_AWPROT,
  input         S_AXI_AWVALID,
  output        S_AXI_AWREADY,
  input [31:0]  S_AXI_WDATA,
  input [3:0]   S_AXI_WSTRB,
  input         S_AXI_WVALID,
  output        S_AXI_WREADY,
  output        S_AXI_BVALID,
  input         S_AXI_BREADY,
  output [1:0]  S_AXI_BRESP,
  input [31:0]  S_AXI_ARADDR,
  input [3:0]   S_AXI_ARCACHE,
  input [2:0]   S_AXI_ARPROT,
  input         S_AXI_ARVALID,
  output        S_AXI_ARREADY,
  output [31:0] S_AXI_RDATA,
  output [1:0]  S_AXI_RRESP,
  output        S_AXI_RVALID,
  input         S_AXI_RREADY,
  output        INTERRUPT,
  output        MASTER_RST,
  output        WR_START,
  output [31:0] WR_ADRS,
  output [31:0] WR_COUNT,
  input         WR_READY,
  input         WR_INT,
  input         WR_FIFO_EMPTY,
  input         WR_FIFO_AEMPTY,
  input         WR_FIFO_FULL,
  input         WR_FIFO_AFULL,
  output        RD_START,
  output [31:0] RD_ADRS,
  output [31:0] RD_COUNT,
  input         RD_READY,
  input         RD_INT,
  input         RD_FIFO_EMPTY,
  input         RD_FIFO_AEMPTY,
  input         RD_FIFO_FULL,
  input         RD_FIFO_AFULL,
  output [31:0] DEBUG
);
  localparam S_IDLE   = 2'd0;
  localparam S_WRITE  = 2'd1;
  localparam S_WRITE2 = 2'd2;
  localparam S_READ   = 2'd3;
  reg [1:0]     state;
  reg           reg_rnw;
  reg [31:0]    reg_addr, reg_wdata;
  reg [3:0]     reg_be;
  reg           reg_wallready;
  wire          local_cs, local_rnw, local_ack;
  wire [3:0]    local_be;
  wire [31:0]   local_addr, local_wdata, local_rdata;
  always @( posedge ACLK or negedge ARESETN ) begin
    if( !ARESETN ) begin
      state         <= S_IDLE;
      reg_rnw       <= 1'b0;
      reg_addr      <= 32'd0;
      reg_wdata     <= 32'd0;
      reg_be        <= 4'd0;
      reg_wallready <= 1'b0;
    end else begin
      if( S_AXI_WVALID ) begin
        reg_wdata     <= S_AXI_WDATA;
        reg_be        <= S_AXI_WSTRB;
        reg_wallready <= 1'b1;
      end else if( local_ack & S_AXI_BREADY ) begin
        reg_wallready <= 1'b0;
      end
      case( state )
        S_IDLE: begin
          if( S_AXI_AWVALID ) begin
            reg_rnw   <= 1'b0;
            reg_addr  <= S_AXI_AWADDR;
            state     <= S_WRITE;
          end else if( S_AXI_ARVALID ) begin
            reg_rnw   <= 1'b1;
            reg_addr  <= S_AXI_ARADDR;
            state     <= S_READ;
          end
        end
        S_WRITE: begin
          if( reg_wallready ) begin
            state     <= S_WRITE2;
          end
        end
        S_WRITE2: begin
          if( local_ack & S_AXI_BREADY ) begin
            state     <= S_IDLE;
          end
        end
        S_READ: begin
          if( local_ack & S_AXI_RREADY ) begin
            state     <= S_IDLE;
          end
        end
        default: state <= S_IDLE;
      endcase
    end
  end
  assign S_AXI_AWREADY  = ( state == S_WRITE || state == S_IDLE )?1'b1:1'b0;
  assign S_AXI_WREADY   = ( state == S_WRITE || state == S_IDLE )?1'b1:1'b0;
  assign S_AXI_BVALID   = ( state == S_WRITE2 )?local_ack:1'b0;
  assign S_AXI_BRESP    = 2'b00;
  assign S_AXI_ARREADY  = ( state == S_READ  || state == S_IDLE )?1'b1:1'b0;
  assign S_AXI_RVALID   = ( state == S_READ )?local_ack:1'b0;
  assign S_AXI_RRESP    = 2'b00;
  assign S_AXI_RDATA    = ( state == S_READ )?local_rdata:32'd0;
  wire          wr_ena, rd_ena, wr_ack;
  reg           rd_ack;
  reg [31:0]    reg_rdata;
  assign local_cs           = (( state == S_WRITE2 )?1'b1:1'b0) | (( state == S_READ )?1'b1:1'b0) | 1'b0;
  assign local_rnw          = reg_rnw;
  assign local_addr[31:0]   = reg_addr[31:0];
  assign local_be[3:0]      = reg_be[3:0];
  assign local_wdata[31:0]  = reg_wdata[31:0];
  assign local_ack          = wr_ack | rd_ack;
  assign local_rdata[31:0]  = reg_rdata[31:0];
  assign wr_ena = (local_cs & ~local_rnw)?1'b1:1'b0;
  assign rd_ena = (local_cs &  local_rnw)?1'b1:1'b0;
  assign wr_ack = wr_ena;
  localparam A_STATUS        = 8'h00;
  localparam A_INT_STATUS    = 8'h04;
  localparam A_INT_MASK      = 8'h08;
  localparam A_WR_START      = 8'h10;
  localparam A_WR_ADRS       = 8'h14;
  localparam A_WR_COUNT      = 8'h18;
  localparam A_RD_START      = 8'h20;
  localparam A_RD_ADRS       = 8'h24;
  localparam A_RD_COUNT      = 8'h28;
  localparam A_TESTDATA      = 8'h30;
  localparam A_DEBUG         = 8'h34;
  reg           reg_master_reset;
  reg           reg_wr_start1, reg_rd_start1;
  reg           reg_wr_start2, reg_rd_start2;
  reg [31:0]    reg_wr_adrs, reg_rd_adrs;
  reg [31:0]    reg_wr_count, reg_rd_count;
  reg [31:0]    reg_testdata;
  reg [31:0]    reg_int_mask;
  reg [31:0]    reg_int;
  always @(posedge ACLK or negedge ARESETN) begin
    if(!ARESETN) begin
      reg_master_reset   <= 1'b0;
      reg_wr_adrs[31:0]  <= 32'd0;
      reg_wr_count[31:0] <= 32'd0;
      reg_rd_adrs[31:0]  <= 32'd0;
      reg_rd_count[31:0] <= 32'd0;
      reg_wr_start1      <= 1'b0;
      reg_wr_start2      <= 1'b0;
      reg_rd_start1      <= 1'b0;
      reg_rd_start2      <= 1'b0;
      reg_int_mask[31:0] <= 32'd0;
      reg_int[31:0]      <= 32'd0;
      reg_testdata[31:0] <= 32'd0;
    end else begin
      if(wr_ena) begin
        case(local_addr[7:0] & 8'hFC)
          A_STATUS: begin
            reg_master_reset <= local_wdata[31];
          end
          A_INT_MASK: begin
            reg_int_mask[31:0] <= local_wdata[31:0];
          end
          A_WR_START: begin
            reg_wr_start2 <= local_wdata[1];
          end
          A_WR_ADRS: begin
            reg_wr_adrs[31:0] <= local_wdata[31:0];
          end
          A_WR_COUNT: begin
            reg_wr_count[31:0] <= local_wdata[31:0];
          end
          A_RD_START: begin
            reg_rd_start2 <= local_wdata[1];
          end
          A_RD_ADRS: begin
            reg_rd_adrs[31:0] <= local_wdata[31:0];
          end
          A_RD_COUNT: begin
            reg_rd_count[31:0] <= local_wdata[31:0];
          end
          A_TESTDATA: begin
            reg_testdata[31:0] <= local_wdata[31:0];
          end
          default: begin
          end
        endcase
      end
      if(!WR_READY) begin
        reg_wr_start1 <= 1'b0;
      end else if(wr_ena && ((local_addr[7:0] & 8'hFC) == A_WR_START)) begin
        reg_wr_start1 <= local_wdata[0];
      end
      if(!RD_READY) begin
        reg_rd_start1 <= 1'b0;
      end else if(wr_ena && ((local_addr[7:0] & 8'hFC) == A_RD_START)) begin
        reg_rd_start1 <= local_wdata[0];
      end
      if(WR_INT) begin
        reg_int[0] <= 1'b1;
      end else if(wr_ena && ((local_addr[7:0] & 8'hFC) == A_INT_STATUS)) begin
        if(local_wdata[0]) begin
          reg_int[0] <= 1'b0;
        end
      end
      if(RD_INT) begin
        reg_int[1] <= 1'b1;
      end else if(wr_ena && ((local_addr[7:0] & 8'hFC) == A_INT_STATUS)) begin
        if(local_wdata[1]) begin
          reg_int[1] <= 1'b0;
        end
      end
    end
  end
  always @(posedge ACLK or negedge ARESETN) begin
    if(!ARESETN) begin
      reg_rdata[31:0] <= 32'd0;
      rd_ack <= 1'b0;
    end else begin
      rd_ack <= rd_ena;
      if(rd_ena) begin
        case(local_addr[7:0] & 8'hFC)
          A_STATUS:     reg_rdata[31:0] <= {reg_master_reset, 31'd0};
          A_INT_STATUS: reg_rdata[31:0] <= reg_int[31:0];
          A_INT_MASK:   reg_rdata[31:0] <= reg_int_mask[31:0];
          A_WR_START:   reg_rdata[31:0] <= {12'd0, WR_FIFO_AEMPTY, WR_FIFO_EMPTY, WR_FIFO_AFULL, WR_FIFO_FULL, 7'd0, WR_READY, 6'd0, reg_wr_start2, reg_wr_start1};
          A_WR_ADRS:    reg_rdata[31:0] <= reg_wr_adrs[31:0];
          A_WR_COUNT:   reg_rdata[31:0] <= reg_wr_count[31:0];
          A_RD_START:   reg_rdata[31:0] <= {12'd0, RD_FIFO_AEMPTY, RD_FIFO_EMPTY, RD_FIFO_AFULL, RD_FIFO_FULL, 7'd0, RD_READY, 6'd0, reg_rd_start2, reg_rd_start1};
          A_RD_ADRS:    reg_rdata[31:0] <= reg_rd_adrs[31:0];
          A_RD_COUNT:   reg_rdata[31:0] <= reg_rd_count[31:0];
          A_TESTDATA:   reg_rdata[31:0] <= reg_testdata[31:0];
          A_DEBUG:      reg_rdata[31:0] <= {32'd0};
          default:      reg_rdata[31:0] <= 32'd0;
        endcase
      end else begin
        reg_rdata[31:0] <= 32'd0;
      end
    end
  end
  assign WR_START       = reg_wr_start1 | reg_wr_start2;
  assign WR_ADRS[31:0]  = reg_wr_adrs[31:0];
  assign WR_COUNT[31:0] = reg_wr_count[31:0];
  assign RD_START       = reg_rd_start1 | reg_rd_start2;
  assign RD_ADRS[31:0]  = reg_rd_adrs[31:0];
  assign RD_COUNT[31:0] = reg_rd_count[31:0];
  assign MASTER_RST     = reg_master_reset;
  assign INTERRUPT      = ((reg_int & reg_int_mask) != 32'd0)?1'b1:1'b0;
endmodule
==> design/flow/run.sh <==
#!/bin/bash
# OpenROAD 26Q1-2900-gdf79404cd8, Yosys 0.63+post, stock flow scripts
make -C /OpenROAD-flow-scripts/flow DESIGN_CONFIG=/design/flow/config.mk WORK_HOME=/design/flow/orfs finish
==> design/flow/config.mk <==
export PLATFORM = sky130hd
export DESIGN_NAME = aq_axi_sdma64_ctrl
export DESIGN_NICKNAME = aq_axi_sdma64_ctrl
export VERILOG_FILES = /design/flow/design.v
export SDC_FILE = /design/flow/constraint.sdc
export NUM_CORES = 4
export LEC_CHECK = 1
export CORE_UTILIZATION = 30
==> design/flow/constraint.sdc <==
current_design aq_axi_sdma64_ctrl

set clk_period 5.3
set clk_io_pct 0.2

create_clock -name clk0 -period $clk_period [get_ports {ACLK}]

set non_clock_inputs [all_inputs -no_clocks]
set_input_delay [expr $clk_period * $clk_io_pct] -clock clk0 $non_clock_inputs
set_output_delay [expr $clk_period * $clk_io_pct] -clock clk0 [all_outputs]
==> impl_metrics.ini <==
; physical design summary
[sta]
slew-limit-headroom = 0.472
fin_crit_sh = 0.652
finalHoldViolCount = 0
setup_viol = 0
max_freq_mhz = 289
finClkSkew_ns = 0.0100
holdWs_ns = 0.480
worst_pin_slew_ns = 0.792
period_minus_slack_ns = 3.46
maxSlewViolCount = 0
tns_ns = 0
rsz0062_at_grt = no

[yosys]
synth-edff-count = 0
ys_cells = 894
yosys.area.top_type = dfrtp_1
yosys_warnings = 33
top_cells_by_count = 275 x dfrtp_1, 221 x mux2_2, 72 x a22oi_1
synth_cells = 894
top_cells_by_area = dfrtp_1 57%, mux2_2 20%, a22oi_1 4.4%
async_reset_ff_frac = 1.00
ys_ff = 276
ys_chip_area_sq_mm = 0.0122
synth_cell_types = 46
yosysMostFrequentCell = dfrtp_1
flop_cell = dfrtp_1
synth_area_per_cell_sq_um = 13.6
netlist_area_sq_mm = 0.0122
ys_seq_frac = 0.568
top_area_frac = 0.566

[clock_tree]
cts_root_buf = clkbuf_16
cts_tree = yes
cts_sinks = 276
cts_setup_buffers = 0
htree_num_levels = 1
cts.hold.buffers_added = 0
path_clk_slew_ns = 0.06
cts_resized = 0
cts_buffer_depth = 3
numCtsBuffers = 31
clkLatencyLatePin_ns = 0.57

[critical_path]
crit_type = flop to flop
cp-start-kind = flop
reg2reg_slack_ns = 1.84
end_kind = flop
path_max_fanout = 32
cp_data_arrival_time_ns = 3.91
required_ns = 5.75

[cells_and_area]
syn2layout_area_growth_pct = 30.1
finalInstanceArea_sq_mm = 0.0158
layout.cells.non_filler = 1660
final_layout_size_suffix_gt1_frac = 0.277

[grt]
grt_pass1_wl_mm = 56.0
grt_max_degree = 97
gr-total-overflow = 0
antenna_found_initial = 1
grt_usage = 0.188
grt_pass1_vias = 8630

[power]
ir_worst_vdd_uv = 245
design_power_total_mw = 7.59
p_per_area_mw_per_mm2 = 480
leakagePower_nw = 6.89

[routing]
num_antenna_cells = 0
drc = 0
ant_nets = 0
drt_iter0_drc = 365
vias = 8318
wl_per_cell_microns = 22.4
dr.pass1.iters = 5
routed_wl_mm = 37.2
avgViaCountPerCell = 5.01

[die]
rows = 73
dieArea_sq_mm = 0.0414
fp_util = 0.305
coreArea_sq_mm = 0.0398
die_width_microns = 203
dieHeight_microns = 203
io_pins = 338

[flow_run]
cap_violations = 0
warning_count = 95

[placed_design]
hpwl_mm = 23.1
place_inst = 1609
placed_area_sq_mm = 0.0149
place_congestion = 0.822
numPortBuffers = 231

[hold_path]
hold_class = flop to flop

[status]
status = finished, final reports clean
## where the power goes
part	total (mW)	switching [mW]	leakage, nW	internal [mW]
registers	3.36	0.573	3.70	2.79
logic	2.13	0.721	2.71	1.41
clock network	2.10	0.853	0.478	1.25
## cells in the final DEF, fill, tap and decap left out, types with 5 or more instances in the layout
cell,n
a21oi_1,14
a22oi_1,72
a2bb2oi_1,9
a31oi_1,29
and2_1,35
and3_1,5
buf_4,23
clkbuf_1,7
clkbuf_16,31
clkdlybuf4s50_1,229
clkinv_2,5
conb_1,36
dfrtp_1,274
mux2_1,16
mux2_2,221
mux2i_1,6
nand2_1,17
nand2b_1,6
o21ai_0,10
o22ai_1,10
## layout make-up
cell class                 instances  area (sq um)
clock buffer                      41           843
clock inverter                    10           131
fill                            3774         24000
inverter                           4          15.0
multi-input combinational        548          4740
sequential                       276          6910
tap                              525           657
timing repair buffer             256          2520
## kinds of logic after synthesis
kind of cell	synth area share
DFF	0.568
other	0.000308
and+or+nand+nor	0.0575
AOI/OAI and AO/OA	0.0952
muxes	0.224
buffers and inverters	0.0547
## stage by stage
step	setup slack (ns)	utilization
3_5_place_dp	1.85	0.373
2_1_floorplan	3.05	-
3_3_place_gp	1.93	0.373
5_1_grt	1.70	0.397
4_1_cts	1.83	0.397
6_report	1.84	0.397
## metal layers
metal  global-route usage  share of wire
met1                0.288           0.46
met2                0.287           0.47
met3               0.0393          0.058
met4               0.0303          0.017
met5                    0        0.00032
## path summary, 6_finish.rpt
kind                                          to     startpoint  cells after the start
worst max register to register   reg_testdata[0]  local_addr[3]                      6
max in group asynchronous               state[3]        ARESETN                      2
worst min-delay path                    state[2]  reg_wallready                      1
worst max-delay path             reg_testdata[0]  local_addr[3]                      6
min in group asynchronous       reg_wr_count[28]        ARESETN                      1
worst min register to register          state[2]  reg_wallready                      1
## flip-flops by register name (all words and copies together), names as in the netlist
register          count
local_addr            6
reg_rd_adrs          32
rd_ack                1
reg_wr_count         32
reg_rdata            32
reg_wdata            32
reg_rd_count         32
reg_wr_adrs          32
state                 4
reg_wallready         1
reg_rd_start2         1
reg_rd_start1         1
reg_master_reset      1
reg_int_mask         32
reg_testdata         32
reg_wr_start2         1
reg_wr_start1         1
reg_int               2
reg_rnw               1
## worst max-delay path, stage by stage (launching register included)
cell	delay (ns)
dfrtp_1	0.68
nor4_1	0.58
and2_2	0.22
buf_4	0.45
and2_2	0.53
buf_4	0.45
mux2_2	0.38
Power is estimated from default activity; no workload was simulated.
